==> ./constraint.sdc <==
current_design fifo_conv1

set clk_period 6.6
set clk_io_pct 0.2

create_clock -name clk0 -period $clk_period [get_ports {clk}]

set non_clock_inputs [all_inputs -no_clocks]
set_input_delay [expr $clk_period * $clk_io_pct] -clock clk0 $non_clock_inputs
set_output_delay [expr $clk_period * $clk_io_pct] -clock clk0 [all_outputs]
==> ./run.sh <==
#!/bin/bash
# OpenROAD 26Q1-2900-gdf79404cd8, Yosys 0.63+post, stock flow scripts
make -C /OpenROAD-flow-scripts/flow DESIGN_CONFIG=/design/flow/config.mk WORK_HOME=/design/flow/orfs finish
==> ./config.mk <==
export PLATFORM = sky130hd
export DESIGN_NAME = fifo_conv1
export DESIGN_NICKNAME = fifo_conv1
export VERILOG_FILES = /design/flow/design.v
export SDC_FILE = /design/flow/constraint.sdc
export NUM_CORES = 4
export LEC_CHECK = 1
export CORE_UTILIZATION = 30
export SYNTH_MEMORY_MAX_BITS = 65536
==> ./design.v <==
module fifo_conv1(data_out,full,empty,data_in,clk,rst,wr_en,rd_en);
    parameter w = 224;
    parameter data_width    = 16;
    parameter ram_depth     = (2*w)+3;
    parameter address_width = $clog2(ram_depth);
   output reg [9*data_width-1:0] data_out;
   output      full;
   output      empty;
   input [data_width-1:0]  data_in;
   input      clk;
   input      rst;
   input      wr_en;
   input      rd_en;
   reg [address_width-1:0]    wr_pointer;
   reg [address_width-1:0]    rd_pointer;
   reg [address_width :0]     status_count;
   reg [data_width-1:0] mem [0:ram_depth-1];
   always @ (posedge clk)
     begin
  if(rst)
   wr_pointer <= -1;
  else
   if(wr_en)
    if(wr_pointer == 'd452)
        wr_pointer <= 'd0;
    else
        wr_pointer <= wr_pointer+1;
 end
   always @ (posedge clk)
     begin
  if(rst)
   rd_pointer <= 0;
  else
   if(rd_en)
    if (rd_pointer == 'd452)
        rd_pointer <= 'd0;
    else
        rd_pointer <= rd_pointer+1;
 end
   always @ (posedge clk)
    begin
  if(rst)
   data_out=0;
  else
   if(rd_en)
    data_out={  mem[0],mem[1],mem[2],
                mem[224],mem[225],mem[226],
                mem[448],mem[449],mem[450]};
    end
   always @ (posedge clk)
    begin
  if(rst)
   status_count = 0;
  else
   if(wr_en && !rd_en && (status_count != ram_depth))
    status_count = status_count + 1;
  else
   if(rd_en && !wr_en && (status_count != 0))
    status_count = status_count - 1;
    end
   assign full = (status_count == (ram_depth));
   assign empty = (status_count == 0);
 always @(posedge clk)
 begin
     if(wr_en)
        mem[wr_pointer] <= data_in;
 end
endmodule
==> results.txt <==
run results: detailed-route DRC error count 0, EDFF count, synth 144, tool warnings 28, Clock Skew 0.0232 ns, Initial Util 30.8%, All-Layer GR Usage 14.7%, Final ANT Viol Nets 0, yosys aoi share under 10%, final hold violations 0, drt wl/cell around 18 µm, CTS tree yes, RSZ-0062 raised after global routing false, Yosys cell types 39, outcome finished, final reports clean, router iterations before antenna repair 4, RePlAce Congestion about 0.81, post-synthesis adder-cell area fraction 1.59%, Setup crit end kind register, CTS sink cnt 307, PortBufs 165, Root Buffer clkbuf_16, die y size 191 µm, DR iter-0 viols roughly 270, Syn Area/Cell 13.9 µm², Cell Pwr Density 320 nW/µm², Syn Std Cell Area 10,700 µm², core area 34,800 µm², post-layout util 40.4%, std cell rows 68, share of layout cells above drive strength 1 under 10%, Area Growth Syn to Fin 31.3%, CTS resizes 0, endpoints failing setup 0, Critical Path Start Type input port, Antenna Cells 0, DR vias 6,315, setup TNS 0 ns, CP Data Arrival Time 3.97 ns, instance tally after logic synthesis 772, MUX share of area 13.8%, Slew Viols, Final 0, Filler Cell Count 3,165, die span in x approximately 190 µm, H-Tree Level Count 2, Fmax ~280 MHz, max_slew headroom approximately 51%, post-CTS setup buffers 0, yosys xor share 1.15%, hold_buf cts 0, Final min period about 3.5 ns, cts bufs inserted 35, Slew @ Worst Pin ~0.74 ns, FF+latch count, synth 307, yosys stat cell total a little under 800, CTS clk-pin slew, worst paths 0.06 ns, largest net degree at the start of global routing 90, initial antenna violation count 2, IO Pins approximately 170, Die Size 36,400 µm², worst hold path class reg2reg, comb area leader multiplexers, DRT Wirelength 25,300 µm, worst path required time 7.02 ns, Peak VDD IR 192 µV, post-DP HPWL 15,500 µm, latest clock arrival within the worst-skew pair 0.51 ns, yosys stat area 10,700 µm², first-pass GRT wire length 37,900 µm, Seq share, synth 70.9%, Crit Path Class in2reg, Vias/cell 4.40, Async SR Flop Fraction 0%, fin crit share 53.8%, yosys warning tally 1, Dominant flop cell dfxtp_1, total gr overflow 0, Simple-Gate Area Share 8.03%, max_cap viols 0, crit-path max FO 9, Max Buffers Root-to-Sink 3, vias in the first global route 6,117, Pleak 0.00541 µW
==> kinds of logic (layout without fill, tap and decap cells) <==
| kind of cell | after synthesis | after routing |
|---|---|---|
| multiplexers | 148 | 148 |
| flip-flops | 307 | 307 |
| buffers and inverters | 47 | 254 |
| XOR/XNOR | 14 | 14 |
| adder cells (fa/ha/maj) | 13 | 13 |
| AND-OR/OR-AND | 34 | 34 |
| AND/OR/NAND/NOR | 209 | 209 |
==> stage by stage <==
stage / area, µm² / hold slack (ns) / worst slack [ns] / instances / total power (µW)
2_1_floorplan: 10700 / 0.437 / 3.25 / 772 / 2440
3_3_place_gp: 12900 / 0.460 / 2.59 / 1370 / 2620
3_5_place_dp: 12900 / 0.470 / 2.57 / 1370 / 2620
4_1_cts: 14100 / 0.482 / 2.99 / 1434 / 4570
5_1_grt: 14100 / 0.502 / 2.94 / 1434 / 4690
6_report: 14100 / 0.478 / 3.05 / 1434 / 4500
==> worst max-delay path, stage by stage <==
cell and delay (ns):
clkdlybuf4s50_1 0.66, o41ai_4 0.16, or2_2 0.41, ha_1 0.40, o211ai_1 0.12, o21ai_0 0.36, o22ai_1 0.15, xor2_1 0.18
a211oi_2 0.21
==> power by group <==
group          internal, µW  switching, µW  total (µW)
Combinational           232            231         463
Clock                  1160            763        1920
Sequential             2060           61.0        2120
Total                  3450           1060        4500
==> metal layers <==
metal | track usage, % | up-vias | wire length, µm
met4 | 2.62 | 0 | 491
met1 | 19.8 | 2958 | 10200
li1 | - | 3098 | -
met5 | 0 | - | 0
met2 | 22.3 | 218 | 11700
met3 | 7.23 | 41 | 2940
==> placed cells by master (no fill, tap or decap), types with 9 or more instances in the layout <==
cell and n:
clkdlybuf4s50_1 163, edfxtp_1 144, inv_1 9, nand2_1 17, nor2_1 163, dfxtp_1 163, xor2_1 9, mux2i_1 148
clkbuf_16 36, buf_4 15, ha_1 12
==> final timing paths <==
kind	startpoint	end	slack, ns	depth (start not counted)
worst max-delay path	wr_en	status_count[7]	3.05	9
worst min-delay path	mem[226][15]	data_out[63]	0.48	2
worst max register to register	status_count[2]	status_count[9]	3.58	9
worst min register to register	mem[226][15]	data_out[63]	0.48	2
==> registers in the layout (all words and copies together) (netlist names) <==
| name | cells |
|---|---|
| data_out | 144 |
| mem | 144 |
| status_count | 10 |
| wr_pointer | 9 |
==> synthesized netlist by cell type (all sizes together), types with 6 or more instances <==
library cell | instances | area (µm²)
nand4 | 6 | 37.5
dfxtp | 163 | 3260
ha | 12 | 150
xor2 | 9 | 78.8
buf | 16 | 85.1
inv | 9 | 33.8
a21oi | 7 | 35.0
edfxtp | 144 | 4320
mux2i | 148 | 1480
clkbuf | 22 | 103
nor2 | 168 | 631
nand2 | 17 | 63.8
o21ai | 7 | 35.0
==> cell type report <==
cell class / instances / area, µm² / area share, %
inverter: 9 / 33.8 / 0.240
tap: 455 / 569 / 4.05
timing repair buffer: 181 / 1790 / 12.7
clock buffer: 48 / 1010 / 7.16
sequential: 307 / 7590 / 54.0
clock inverter: 16 / 164 / 1.17
multi-input combinational: 418 / 2910 / 20.7
Power is estimated from default activity; no workload was simulated.
