`./run.sh`:
```
#!/bin/bash
# OpenROAD 26Q1-2900-gdf79404cd8, Yosys 0.63+post, stock flow scripts
make -C /OpenROAD-flow-scripts/flow DESIGN_CONFIG=/design/flow/config.mk WORK_HOME=/design/flow/orfs finish
```
`./config.mk`:
```
export PLATFORM = sky130hd
export DESIGN_NAME = conv1buffer
export DESIGN_NICKNAME = conv1buffer
export VERILOG_FILES = /design/flow/design.v
export SDC_FILE = /design/flow/constraint.sdc
export NUM_CORES = 4
export LEC_CHECK = 1
export CORE_AREA = 10 10 99 99
export DIE_AREA = 0 0 109 109
```
`./constraint.sdc`:
```
current_design conv1buffer

set clk_period 8.1
set clk_io_pct 0.2

create_clock -name clk0 -period $clk_period [get_ports {clk}]

set non_clock_inputs [all_inputs -no_clocks]
set_input_delay [expr $clk_period * $clk_io_pct] -clock clk0 $non_clock_inputs
set_output_delay [expr $clk_period * $clk_io_pct] -clock clk0 [all_outputs]
```
`./design.v`:
```
module conv1buffer(data_out,full,empty,data_in,clk,rst_a,wr_en,rd_en);
   parameter data_width    = 16;
   parameter ram_depth     = 111*111;
   parameter address_width = $clog2(ram_depth);
   output reg [9*data_width-1:0] data_out;
   output      full;
   output      empty;
   input [data_width-1:0]  data_in;
   input      clk;
   input      rst_a;
   input      wr_en;
   input      rd_en;
   reg [address_width-1:0]    wr_pointer;
   reg [address_width-1:0]    rd_pointer;
   reg [address_width :0]     status_count;
   wire [data_width-1:0]      data_ram ;
   reg [data_width-1:0] mem [0:ram_depth-1];
   always @ (posedge clk,posedge rst_a)
     begin
  if(rst_a)
   wr_pointer = -2;
  else
   if(wr_en)
    wr_pointer = wr_pointer+1;
 end
   always @ (posedge clk,posedge rst_a)
     begin
  if(rst_a)
   rd_pointer = 0;
  else
   if(rd_en)
    rd_pointer = rd_pointer+1;
 end
   always @ (posedge clk,posedge rst_a)
    begin
  if(rst_a)
   data_out=0;
  else
   if(rd_en)
    data_out={  data_ram[rd_pointer],data_ram[rd_pointer+1],data_ram[rd_pointer+2],
                data_ram[rd_pointer+224],data_ram[rd_pointer+1+224],data_ram[rd_pointer+2+224],
                data_ram[rd_pointer+448],data_ram[rd_pointer+1+448],data_ram[rd_pointer+2+448]};
    end
   always @ (posedge clk,posedge rst_a)
    begin
  if(rst_a)
   status_count = 0;
  else
   if(wr_en && !rd_en && (status_count != ram_depth))
    status_count = status_count + 1;
  else
   if(rd_en && !wr_en && (status_count != 0))
    status_count = status_count - 1;
    end  
   assign full = (status_count == (ram_depth));
   assign empty = (status_count == 0);
 always @(posedge clk)
 begin
     if(wr_en)
        mem[wr_pointer] <= data_in;
 end
endmodule
```
==> notes.md <==
Notes on the flow run.

- The run finished with clean final reports.
- The headroom to the max-slew limit is 60.74%, for reference.
- The number of antenna violations at the first check in global routing was 0.
- The number of non-filler instances in the completed layout is 373, for reference.
- The repair_antennas step left the layout with diodes totalling 0.
- The combinational cell fraction of total power is around 65%, for reference.
- The post-route fraction of the period consumed by the critical path is a little over half, for reference.
- In this run the post-CTS setup repair buffer count came out at 0.
- The netlist uses between 40 and 50 different library cells.
- Setup repair after global routing left no endpoint under its margin.
- The number of global-route vias before repair is about 1.5k, for reference.
- The detailed router reported a total wirelength of approximately 4100 µm.
- After layout, the setup clock skew is reported as roughly 0.0038 ns.
- The placement summary gives the final routability congestion estimate as ~0.84.
- The number of cells reported by Yosys stat comes to 265.
- Summed over all nets, the half-perimeter wirelength after detailed placement is roughly 3600 µm.
- The cell at the root of the clock tree is clkbuf_8, for reference.
- For this run, the detailed router reports a per-instance via density of approximately 3.5.
- The floorplan has 32 rows.
- The flow reports that sequential cells draw around a quarter of the design power.
- The top cell type's share of synthesized area is between 40 and 50%, for reference.
- The tally of buffers added on design ports is 5, for reference.
- The script extracted a net switching power of 0.2451 mW.
- The critical path in the final layout is reported with a setup slack of around 3.7 ns.
- Yosys reports a chip area of about 2300 µm².
- CTS saw 15 sinks.
- The final route contains about 1.3k vias.
- The power report lists cell-internal power as around 0.36 mW.
- The DRC marker count from the first detailed-route iteration is 15, for reference.
- The final report gives the core utilization as between 20% and 30%.
- The dominant cell type by area after synthesis is buf_4, for reference.
- The total of hold buffers inserted after clock tree synthesis is 0, for reference.
- The instance count of the mapped netlist is between 200 and 300, for reference.
- The signal arrival time at the worst endpoint is between 4 and 5 ns, for reference.
- Summing every instance area after synthesis gives between 2000 and 2500 µm².
- For this run the top cell type by instance count after synthesis was buf_4.
- The signed area change from the synthesized netlist to the final layout is -14.64%, for reference.
- TritonCTS built the clock tree.
- The overall die size recorded for this design is about 12000 µm².
- Once synthesis finished, the tally of register bits stood at 15.
- By area the synthesized netlist is led by buf_4 (46%), dfrtp_1 (16%), ha_1 (6.9%), mux2_2 (5.8%), xnor2_1 (3.7%).
- The post-synthesis average cell area is 8.834 µm², for reference.
- The type of the worst min-delay path is flop to flop, for reference.
- The top fanout value on the critical path is 16, for reference.
- The number of warnings in the stage logs is around 41, for reference.
- After synthesis, the most frequently instantiated cells are buf_4 (144), dfrtp_1 (15), ha_1 (13).
- The sum of negative setup slack is 0 ns, for reference.
- The number of hold violations in the final report is 0, for reference.
- The category of the critical setup timing path is input port to flop, for reference.
- The peak clock frequency supported by timing is approximately 220 MHz, for reference.
- The type of element launching the critical path is an input port, for reference.
- The number of top-level pins is 166, for reference.
- The share of synthesized area occupied by flip-flops and latches is roughly 16%, for reference.
- The total number of H-tree levels is 1, for reference.
- The die extent in y is between 100 and 150 µm, for reference.
- The number of clock buffers added by TritonCTS is 3.
- The routed design shows a wire length per standard cell of roughly 11 µm.
- The insertion delay to the later sink of the worst-skew pair is about 0.25 ns, for reference.
- The number of placed instances with taps included is between 300 and 400, for reference.
- The script computed the net switching share of total power as between 40% and 50%.
- The element type at the critical path end is a flop, for reference.
- The number of flops mapped to enable cells by yosys is 0, for reference.
- The starting utilization of the core area is a little under a third, for reference.
- The smallest clock period supported by the final layout is computed as 4.448 ns.
- The pre-CTS worst setup slack is between 3 and 4 ns, for reference.
- The number of flip-flops in the largest register is 15, for reference.
- Post-CTS repair ended up resizing 0 cells.
- The floorplan step set the die width to 109 µm.
- The clock network is responsible for roughly a tenth of the overall power.
- The final max-slew violation count recorded for this run is 0.
- Counting along the longest clock path gives a buffer depth of 2.
- The flow reported a cell area power density of a little over 300 nW/µm².
- The pin closest to its max-slew limit shows a slew of between 0.5 and 0.6 ns.
- After detailed routing, the number of remaining DRC violations is 0.
- The prevailing post-synth register cell is dfrtp_1, for reference.
- The wire length of the first global-routing pass is roughly 6400 µm, for reference.
- The number of antenna-violating nets in the routed design is 0, for reference.
- Of the cells placed in the final design, the portion with a size suffix greater than 1 is roughly 10%.
- The synthesis report gives the async set-or-reset register share as around 100%.
- Per the post-CTS timing run, clock transition at the registers of the reported paths is 0.06 ns.
- The run reported a max-capacitance violation count of 0.
- The post-route total power is around 0.6 mW, for reference.
- The aggregate global routing overflow is 0, for reference.
- The reported leakage power is 1.058 nW, for reference.
- The required time of the critical path is 8.23 ns, for reference.
- Yosys printed 21 warnings.
- The pin count of the biggest net entering global routing is 17, for reference.
- IR analysis of the VDD net gives a maximum drop of 0.00008559 V.
- The floorplan step defined a core boundary enclosing 7727 µm².
- Overall routing resource usage recorded by global route was under 10%.
- The number of iterations in the first detailed-routing pass is 4, for reference.
- Setup violations remaining at the end of the flow were counted as 0.
layout make-up:
class | count | area [µm²]
multi-input cells | 244 | 1388
flip-flops and latches | 15 | 375.4
repair buffers | 5 | 50.05
clock buffers | 3 | 41.29
clock inverters | 1 | 5.005
inverters | 3 | 11.26
well taps | 102 | 127.6
fillers | 855 | 5729
power groups by stage:
stage / registers [mW] / logic [mW] / clock network [mW]
finish: 0.154 / 0.391 / 0.0609
CTS: 0.154 / 0.395 / 0.0637
global route: 0.159 / 0.449 / 0.0668
logic make-up after synthesis:
| kind of cell | count (synthesis) | synth area share (%) |
|---|---|---|
| other | 1 | 0.1602 |
| adders and majority gates | 14 | 7.804 |
| buffers and inverters | 149 | 47.62 |
| xor gates and xnor gates | 14 | 5.238 |
| and+or+nand+nor | 29 | 7.270 |
| DFF | 15 | 16.03 |
| muxes | 14 | 6.681 |
| AOI/OAI and AO/OA | 29 | 9.194 |
path summary, 6_finish.rpt:
path                                        from          endpoint  slack (ns)  cells after the start
min in group asynchronous                  rst_a  status_count[14]        1.73                      2
worst max-delay path                       wr_en  status_count[11]        3.65                      9
worst min register to register  status_count[14]  status_count[14]        0.48                      1
worst max register to register   status_count[8]  status_count[11]        4.74                     11
worst min-delay path            status_count[14]  status_count[14]        0.48                      1
max in group asynchronous                  rst_a   status_count[9]        5.98                      2
metal layers:
| metal | track usage, % | vias up | routed length, µm |
|---|---|---|---|
| li1 | - | 612 | - |
| met1 | 7.877 | 598 | 1821 |
| met2 | 11.10 | 87 | 1975 |
| met3 | 1.374 | 2 | 301 |
| met4 | 0.6591 | 0 | 32 |
| met5 | 0 | - | 0 |
worst max-delay path, cell delays in order:
cell and delay, ns:
clkdlybuf4s50_1 0.47, or3b_2 0.65, ha_1 0.44, and3_4 0.23
a221o_1 0.33, a311o_2 0.37, a21oi_2 0.14, xnor2_1 0.07
mux2_2 0.25
cells in the final DEF, fill, tap and decap left out, types with 4 or more instances in the layout:
cell type	synthesis	layout
ha_1	13	13
a21oi_1	6	6
dfrtp_1	15	15
xnor2_1	10	10
clkdlybuf4s50_1	0	5
nor2_1	7	7
xor2_1	4	4
a21o_1	6	6
conb_1	1	144
mux2_2	12	12
stage by stage:
step | area [µm²] | hold slack [ns]
after global placement | 1952 | 0.4700
after detailed placement | 1952 | 0.4755
after global routing | 1998 | 0.5147
after floorplan | 2878 | 0.4429
after CTS | 1998 | 0.4868
final | 1998 | 0.4831
Power and IR drop assume default switching activity.
